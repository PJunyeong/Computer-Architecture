File: ./constraint.sdc
current_design RegisterIDEXE

set clk_period 1.0
set clk_io_pct 0.2

create_clock -name clk0 -period $clk_period [get_ports {clk}]

set non_clock_inputs [all_inputs -no_clocks]
set_input_delay [expr $clk_period * $clk_io_pct] -clock clk0 $non_clock_inputs
set_output_delay [expr $clk_period * $clk_io_pct] -clock clk0 [all_outputs]
File: ./run.sh
#!/bin/bash
# OpenROAD 26Q1-2900-gdf79404cd8, Yosys 0.63+post, stock flow scripts
make -C /OpenROAD-flow-scripts/flow DESIGN_CONFIG=/design/flow/config.mk WORK_HOME=/design/flow/orfs finish
File: ./design.v
module RegisterIFID(
    input [31:0] instF,
    input clk,
    input clr,
    input en,
    input reset,
    output reg [31:0] instD
);
    always @(negedge clk) begin
        if (clr)
            instD <= 32'd0;
        else if (reset)
            instD <= 32'd0;
        else if (en)
            instD <= instF;
        else 
            instD <= instD;
    end
endmodule
module RegisterIDEXE(
    input [3:0]ReadAddr1D,
    input [3:0]ReadAddr2D,
    input [1:0]OpcodeD,
    input PCSrcD,
    input RegWriteD,
    input MemtoRegD,
    input MemWriteD,
    input [3:0] ALUControlD,
    input BranchD,
    input ALUSrcD,
    input FlagWriteD,
    input [3:0] CondD,
    input [3:0] FlagsD,
    input RegSrcD,
    input [31:0] ReadData1D,
    input [31:0] ReadData2D,
    input [3:0] WriteAddress3D,
    input [31:0] ExtImmD,
    input flushCtrlSig,
    input InvalidRegD,
    input IsReadAddr1_ValidD,
    input IsReadAddr2_ValidD,
    input [31:0]pcoutD,
    input clk,
    input clr,
    input reset,
    output reg [3:0] ReadAddr1E,
    output reg [3:0] ReadAddr2E,
    output reg [1:0] OpcodeE,
    output reg PCSrcE,
    output reg RegWriteE,
    output reg MemtoRegE,
    output reg MemWriteE,
    output reg [3:0] ALUControlE,
    output reg BranchE,
    output reg ALUSrcE,
    output reg FlagWriteE,
    output reg [3:0] condE,
    output reg [3:0] FlagsE,
    output reg RegSrcE,
    output reg [31:0] ReadData1E,
    output reg [31:0] ReadData2E,
    output reg [3:0] WriteAddress3E,
    output reg [31:0] ExtImmE,
    output reg InvalidRegE,
    output reg IsReadAddr1_ValidE,
    output reg IsReadAddr2_ValidE,
    output reg [31:0] pcoutE
);
    always @(negedge clk) begin
        if (clr) begin
            ReadAddr1E <= 4'b0;
            ReadAddr2E <= 4'b0;
            OpcodeE <= 2'b0;
            PCSrcE <= 1'b0;
            RegWriteE <= 1'b0;
            MemtoRegE <= 1'b0;
            MemWriteE <= 1'b0;
            ALUControlE <= 4'b0000;
            BranchE <= 1'b0;
            ALUSrcE <= 1'b0;
            FlagWriteE <= 1'b0;
            condE <= 4'b0;
            RegSrcE <= 1'b0;
            ReadData1E <= 32'b0;
            ReadData2E <= 32'b0;
            WriteAddress3E <= 4'b0;
            ExtImmE <= 32'b0;
            InvalidRegE <= 1'b0;
            IsReadAddr1_ValidE <= 1'b0; 
            IsReadAddr2_ValidE <= 1'b0;
            pcoutE <= 32'b0;
            FlagsE <= 4'b0000;
        end
        else if (reset) begin
            ReadAddr1E <= 4'b0;
            ReadAddr2E <= 4'b0;
            OpcodeE <= 2'b0;
            PCSrcE <= 1'b0;
            RegWriteE <= 1'b0;
            MemtoRegE <= 1'b0;
            MemWriteE <= 1'b0;
            ALUControlE <= 4'b0000;
            BranchE <= 1'b0;
            ALUSrcE <= 1'b0;
            FlagWriteE <= 1'b0;
            condE <= 4'b0;
            RegSrcE <= 1'b0;
            FlagsE <= 4'b0;
            ReadData1E <= 32'b0;
            ReadData2E <= 32'b0;
            WriteAddress3E <= 4'b0;
            ExtImmE <= 32'b0;
            InvalidRegE <= 1'b0;
            IsReadAddr1_ValidE <= 1'b0; 
            IsReadAddr2_ValidE <= 1'b0;
            pcoutE <= 32'b0;
            FlagsE <= 4'b0000;
		end
        else begin
            if (flushCtrlSig == 1'b1) begin
                PCSrcE <= 1'b0;
                RegWriteE <= 1'b0;
                MemtoRegE <= 1'b0;
                MemWriteE <= 1'b0;
                ALUControlE <= 4'b0000;
                BranchE <= 1'b0;
                ALUSrcE <= 1'b0;
                FlagWriteE <= 1'b0;
                condE <= 4'b0;     
                RegSrcE <= 1'b0;
                InvalidRegE <= 1'b0;   
                IsReadAddr1_ValidE <= 1'b0; 
                IsReadAddr2_ValidE <= 1'b0;
            end
            else begin
                PCSrcE <= PCSrcD;
                RegWriteE <= RegWriteD;
                MemtoRegE <= MemtoRegD;
                MemWriteE <= MemWriteD;
                ALUControlE <= ALUControlD;
                BranchE <= BranchD;
                ALUSrcE <= ALUSrcD;
                FlagWriteE <= FlagWriteD;
                condE <= CondD;
                RegSrcE <= RegSrcD;
                InvalidRegE <= InvalidRegD;
                IsReadAddr1_ValidE <= IsReadAddr1_ValidD; 
                IsReadAddr2_ValidE <= IsReadAddr2_ValidD; 
            end
            ReadAddr1E <= ReadAddr1D;
            ReadAddr2E <= ReadAddr2D;
            OpcodeE <= OpcodeD;
            ReadData1E <= ReadData1D;
            ReadData2E <= ReadData2D;
            WriteAddress3E <= WriteAddress3D;
            ExtImmE <= ExtImmD;
            pcoutE <= pcoutD;
            FlagsE <= FlagsD;
        end
    end
endmodule
module RegisterEXEMEM(
   input PCSrcE,
   input RegWriteE,
   input MemtoRegE,
   input MemWriteE,
   input clk,
   input reset,
   input [31:0] ALUResultE,
   input [31:0] WriteDataE,
   input [3:0] WA3E,
   input RegSrcE,
   input [31:0]pcoutE,
   input BranchTakenE,
   output reg PCSrcM,
   output reg RegWriteM,
   output reg MemtoRegM,
   output reg MemWriteM,
   output reg [3:0] WA3M,
   output reg [31:0] WriteDataM,
   output reg [31:0] ALUOutM,
   output reg RegSrcM,
   output reg [31:0]pcoutM,
   output reg BranchTakenM
   );
   always @ (negedge clk) begin
      if (reset) begin
            PCSrcM <= 1'b0;
            RegWriteM <= 1'b0;
            MemtoRegM <= 1'b0;
            MemWriteM <= 1'b0;
            WA3M <= 4'b0;
            ALUOutM <= 32'b0;
            WriteDataM <= 32'b0;
            RegSrcM <= 1'b0;
            pcoutM <= 32'b0;
            BranchTakenM <= 1'b0;
      end
      else
            PCSrcM <= PCSrcE;
            RegWriteM <= RegWriteE;
            MemtoRegM <= MemtoRegE;
            MemWriteM <= MemWriteE;
            WA3M <= WA3E;
            ALUOutM <= ALUResultE;
            WriteDataM <= WriteDataE;
            RegSrcM <= RegSrcE;
            pcoutM <= pcoutE;
            BranchTakenM <= BranchTakenE;
      end
endmodule
module RegisterMEMWB(
   input clk,
   input reset,
   input PCSrcM,
   input RegWriteM,
   input MemtoRegM,
   input [31:0] ALUOutM,
   input [31:0] ReadDataM,
   input [3:0] WA3M,
   input RegSrcM,
   input [31:0]pcoutM,
   input BranchTakenM,
   output reg PCSrcW,
   output reg RegWriteW,
   output reg MemtoRegW,
   output reg [31:0]ReadDataW,
   output reg [31:0] ALUOutW,
   output reg [3:0] WA3W,
   output reg RegSrcW,
   output reg [31:0]pcoutW,
   output reg BranchTakenW
);
 always @ (negedge clk) begin
      if (reset) begin
            PCSrcW <= 1'b0;
            RegWriteW <= 1'b0;
            MemtoRegW <= 1'b0;
            ReadDataW <= 32'b0;
            ALUOutW <= 32'b0;
            WA3W <= 4'b0;
            RegSrcW <= 1'b0;
            pcoutW <= 32'b0;
            BranchTakenW <= 1'b0;
      end
      else
           PCSrcW <= PCSrcM;
           RegWriteW <= RegWriteM;
           MemtoRegW <= MemtoRegM;
           ReadDataW <= ReadDataM;
           ALUOutW <= ALUOutM;
           WA3W <= WA3M;
           RegSrcW <= RegSrcM;
           pcoutW <= pcoutM;
           BranchTakenW <= BranchTakenM;
      end
endmodule
module RegisterWBIF(
    input clk,
    input en,
    input [31:0] PC,
    input reset,
    output reg [31:0] PCF
);
    always @(negedge clk) begin
		if (reset)
			PCF <= 'h00000000;
        else if (en)
            PCF <= PC;
        else
            PCF <= PCF;
    end
endmodule
File: ./config.mk
export PLATFORM = sky130hd
export DESIGN_NAME = RegisterIDEXE
export DESIGN_NICKNAME = RegisterIDEXE
export VERILOG_FILES = /design/flow/design.v
export SDC_FILE = /design/flow/constraint.sdc
export NUM_CORES = 4
export LEC_CHECK = 1
export CORE_AREA = 10 10 187 187
export DIE_AREA = 0 0 197 197
==> reports/metrics.yaml <==
run_status: "finished with violations"
violations: "negative setup slack"
worstPathArrival_ps: 1380
rsz0062_at_grt: "yes"
netlist-cell-type-count: 9
drive_gt1_frac: 0.479
firstDrtPassIters: 4
grt_pass1_wl_um: 29900
place.gp.congestion: 0.760
end_kind: "output pin"
critPathMaxStageDelay_ps: 310
die_w_um: 197
yosys_warnings: 1
critPathMaxFanout: 1
die_y_um: 197
holdPathEnd: "PCSrcE"
die_area_um2: 38800
coreArea_um2: 30700
tightest_slew_ps: 220
powerDensity_nw_per_um2: 1770
antennaDiodeCount: 0
vias_per_cell: 3.66
syn_area_um2: 4860
holdCritStartpoint: "clr"
root_buffer: "clkbuf_16"
route.final.wire_length_um: 20400
hp-class: "in -> reg"
hold_buffers: 0
yosysCellCount: 369
hpwl_um: 14800
cts_tree: "yes"
warning_count: 193
p_leak_uw: 0.00491
ys_top_cells_by_area: "dfxtp_1 68%, nor3b_1 23%, nor4b_2 4.3%"
finalSetupViolCount: 165
fin_util: 0.337
clockBufferDepth: 2
io_pins: 334
start_kind: "register"
cts_buffers: 17
grt_usage: 0.102
crit_family: "flip-flops"
num_vias: 4766
final_cell_mix: "165 x inv_1, 165 x clkdlybuf4s50_1, 158 x buf_2"
fp-row-count: 64
fin_ws_ps: -582
io_buffers: 333
path_class: "reg -> out"
whs_ps: 580
holdPathStages: 2
gr-total-overflow: 0
path_buffers: 1
drtIter0Drc: 67
final_max_slew_viol_count: 0
area_growth_pct: 113
top_cell_area_share: 0.680
antenna_found_initial: 0
required_ps: 800
relSlewSlack: 0.851
htree_levels: 4
n_fill_cell: 3058
cts_sinks: 165
path_clk_slew_ps: 40
wl_per_cell_um: 15.7
antenna_left: 0
drv_cap: 0
worst_path_max_delay_cell: "dfxtp_2"
grt_pass1_vias: 5348
avgSynthCellArea_um2: 13.2
ir_drop_uv: 1150
top_area_cell: "dfxtp_1"
ys_seq_share: 0.680
initCoreUtil: 0.158
hold_viol: 0
ys_ff: 165
tns_ps: -91040
yosys-stat-area_um2: 4860
drcViolationCount: 0
critical_path.cell_chain: "buf_6"
syn_inst: 369
grt_max_degree: 28
## cell families after synthesis
logic type | Yosys count | synth area share
DFF | 165 | 0.680
and+or+nand+nor | 165 | 0.278
buffers and inverters | 39 | 0.0420
## state kept, by name, indices dropped and copies added (netlist names), 2 cells and up
signal / cells
ALUControlE: 4
ReadAddr2E: 4
ReadAddr1E: 4
WriteAddress3E: 4
FlagsE: 4
OpcodeE: 2
ReadData1E: 32
pcoutE: 32
condE: 4
ExtImmE: 32
ReadData2E: 32
## timing repair
item / CTS / global route
endpoints found under the setup margin: 195 / 190
setup buffers: 0 / 0
pin swaps: 4 / 3
gates resized: 580 / 32
cloned: 3 / 1
endpoints found under the hold margin: 0 / 0
## area by class of cell
cell class	instances	area (µm²)	area share
sequential	165	3340	0.322
timing repair buffer	380	3140	0.303
multi-input combinational	165	2140	0.207
clock inverter	179	817	0.0789
tap	396	495	0.0478
clock buffer	17	425	0.0411
## worst max-delay path by stage
| stage | startpoint | to | cells past startpoint |
|---|---|---|---|
| after CTS | ExtImmE[4] | ExtImmE[4] | 1 |
| final | IsReadAddr2_ValidE | IsReadAddr2_ValidE | 1 |
| after global routing | ExtImmE[27] | ExtImmE[27] | 1 |
## stage by stage
| step | power [µW] | instance area (µm²) | worst slack (ps) | cells |
|---|---|---|---|---|
| 2_1_floorplan | 8780 | 5950 | -272 | 369 |
| 3_3_place_gp | 10000 | 9660 | -717 | 1103 |
| 3_5_place_dp | 10000 | 9660 | -709 | 1103 |
| 4_1_cts | 18900 | 10200 | -613 | 1301 |
| 5_1_grt | 19900 | 10400 | -641 | 1302 |
| 6_report | 18400 | 10400 | -582 | 1302 |
## cells in the mapped netlist
library cell / n
buf_6: 1
dfxtp_1: 165
nor4b_1: 5
clkbuf_1: 1
inv_1: 1
nor4b_2: 14
nor3b_1: 146
buf_4: 2
buf_2: 34
## routing by layer
layer	GRT usage	routed length, µm
met5	0	0
met1	0.103	7740
met3	0.0775	2660
met4	0.0387	248
met2	0.157	9750
## report_power, final
group	switching [µW]	leakage, µW	internal (µW)
Sequential	53.0	0.00136	6900
Clock	4480	0.00118	5080
Combinational	622	0.00236	1230
Total	5160	0.00491	13200
No activity file was given, so power comes from the tool's default toggle rates.
