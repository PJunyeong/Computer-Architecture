==> ./design.v <==
module ExtendMUX(
	 input[23:0] in,
	 input[1:0] ImmSrc,
	 output reg[31:0] ExtImm
	 );
	integer i;
	always @ (*)
	begin
		case(ImmSrc)
		2'b00:  
		begin
			ExtImm[7:0] = in[7:0];
			for(i=8;i<32;i=i+1)
				ExtImm[i] = in[7];
		end
		2'b01: 
		begin
			ExtImm[11:0] = in[11:0];
			for(i=12;i<32;i=i+1)
				ExtImm[i] = 'b0;
		end
		2'b10:  
		begin
			ExtImm[1:0] = 2'b00;
			ExtImm[25:2] = in[23:0];
			for(i=26;i<32;i=i+1)
				ExtImm[i] = in[23];
		end
		default:
			ExtImm = 'h00000000;
		endcase
	end
endmodule
module RegisterFile(
	input clk,
	input reset,
	input we,
	input RegSrcW,
	input[1:0] RegSrc,
	input[3:0] addr1,
	input[3:0] addr2,
	input[3:0] addr3,
	input[3:0] waddr,
	input[31:0] wdata,
	input[31:0] pcin,
	output reg[31:0] data1,
	output reg[31:0] data2,
	output reg[31:0] data3,
	output[31:0] pcout
	);
	reg[31:0] registers[15:0];
	integer idx;
	assign pcout = registers[15] + 32'd4;
	always @ (negedge clk)
	begin
		if (reset)
		begin
			for(idx=0; idx<=15; idx=idx+1) begin
				registers[idx] = 'h00000000;
			end
		end
		else
		  begin
			if(we)
					registers[waddr] = wdata;
		    if (RegSrcW == 1'b1) registers[15] = pcin;
			else if (waddr != 4'b1111)
			    registers[15] = pcin;	
		end
	end
	always @ (posedge clk)
	begin
		if (reset)
		begin
			data1 <= 'h00000000;
			data2 <= 'h00000000;
		end
		else
	    begin
			if (addr1 == 15) begin
				data1 = registers[15] +32'd8;
			end
			else begin
				if(RegSrc[0] != 1'b1)
					data1 = registers[addr1];
				else
					data1 = registers[15] + 32'd8;
			end
			if (addr2 == 15) begin
				data2 = registers[15] + 32'd8;
			end
			else
			begin
					data2 = registers[addr2];
			end
			if (addr3 == 15) begin
				data3 = registers[15] + 32'd8;
			end
			else begin
				data3 = registers[addr3];
			end
		end
	end
endmodule
module armreduced(
	input clk,
	input reset,
	output[31:0] pc,
	input[31:0] inst,
	input nIRQ,
	output[3:0] be,
	output[31:0] memaddr,
	output memwrite,
	output memread,
	output[31:0] writedata,
	input[31:0] readdata
	);
	wire PCSrcD, PCSrcE, PCSrcM, PCSrcW;
	wire RegWriteD, RegWriteE, RegWriteM, RegWriteW;
	wire MemtoRegD, MemtoRegE, MemtoRegM, MemtoRegW;
	wire MemWriteD, MemWriteE, MemWriteM;
	wire [3:0] ALUControlD, ALUControlE;
	wire BranchD, BranchE, BranchTakenE;
	wire ALUSrcD, ALUSrcE;
	wire FlagWriteD, FlagWriteE;
	wire [1:0] ImmSrcD;
	wire [1:0] RegSrcD;
	wire [3:0] condE;
	wire condEx;
	wire [3:0] NZCV, FlagsE;
	wire newPCSrcE, newRegWriteE, newMemWriteE;
	wire [3:0] ALUFlags;
	wire InvalidRegD, InvalidRegE;
	wire StallF, StallD;
	wire FlushD, FlushE;
	wire FlushCtrlD;
	wire [1:0] ForwardAE, ForwardBE;
	wire[31:0] PCPlus4F, PCBranch;
	wire[31:0] NextPC;
	wire [31:0] PCF;
	wire [31:0] ResultW;
	assign be = 4'b1111;
	assign PCBranch = ALUResultE;
	assign NextPC = (BranchTakenE == 1'b1) ? PCBranch : (PCSrcW == 1'b1) ? ResultW : PCPlus4F;
	RegisterWBIF _RegisterWBIF(.clk(clk), .en(~StallF), .PC(NextPC), .PCF(PCF), .reset(reset));
	wire [31:0] instF;
	wire [31:0] instD;
	assign pc = PCF;
	assign PCPlus4F = PCF + 32'd4;
	RegisterIFID _RegisterIFID(.instF(inst), .clk(clk), .clr(FlushD), .en(~StallD), .instD(instD), .reset(reset));
	wire [1:0] OpcodeD;
	wire [3:0] ReadAddr1, ReadAddr2, WriteAddr, WA3D;
	wire [31:0] ReadData1, ReadData2, ReadData3;
	assign OpcodeD = instD[27:26];
	assign ReadAddr1 = instD[19:16];
	assign ReadAddr2 = (RegSrcD[1] == 1'b0) ? instD[3:0] : instD[15:12];
	assign WA3D = instD[15:12];
	ctrlSig _ctrlSig(.op(OpcodeD), .funct(instD[25:20]), .ALUOp(ALUControlD), .ImmSrc(ImmSrcD), .RegSrc(RegSrcD),  
		.PCSrc(PCSrcD), .RegWrite(RegWriteD), .MemWrite(MemWriteD), .MemtoReg(MemtoRegD), 
		.ALUSrc(ALUSrcD), .Svalue(FlagWriteD), .Branch(BranchD), .InvalidReg(InvalidRegD));
	wire newPCSrcD;
	assign newPCSrcD = (instD[15:12] == 4'b1111 && instD[24:21] == 4'b1101) ? 1'b1 : 1'b0;
	wire[31:0] pcoutD, pcoutE, pcoutM, pcoutW;	
	RegisterFile _RegisterFile(.clk(clk), .reset(reset), .we(RegWriteW), .RegSrcW(RegSrcW), .RegSrc(RegSrcD), 
		.addr1(ReadAddr1), .addr2(ReadAddr2), .addr3(WA3D), .waddr(WA3W), .wdata(ResultW), .pcin(PCF), 
		.data1(ReadData1), .data2(ReadData2), .data3(ReadData3), .pcout(pcoutD));
    wire IsReadAddr1_ValidD; 
    wire IsReadAddr2_ValidD;  
    assign IsReadAddr1_ValidD = ((instD[25:21] == 4'b1101 && OpcodeD == 2'b00) || BranchD)?  1'b0 : 1'b1;
    assign IsReadAddr2_ValidD = ( RegSrcD[1] == 1'b0 || (OpcodeD == 2'b01 && instD[20] == 1'b1 ) || (instD[25:21] ==4'b1101 &&
    OpcodeD == 2'b00)) ? 1'b1 : 1'b0;
	wire [31:0] ExtImmD;
	ExtendMUX _ExtendMUX(.in(instD[23:0]), .ImmSrc(ImmSrcD), .ExtImm(ExtImmD));
    wire RegSrcE;
	wire [1:0] OpcodeE;
    wire [3:0] ReadAddr1E, ReadAddr2E;
    wire [31:0] ReadData1E, ReadData2E;
    wire [3:0] WA3E, newWA3E;
    wire [31:0] ExtImmE;
	RegisterIDEXE _RegisterIDEXE(.ReadAddr1D(ReadAddr1), .ReadAddr2D(ReadAddr2), .OpcodeD(OpcodeD),
		.PCSrcD(newPCSrcD), .RegWriteD(RegWriteD), .MemtoRegD(MemtoRegD), .MemWriteD(MemWriteD),
        .ALUControlD(ALUControlD),.BranchD(BranchD),.ALUSrcD(ALUSrcD),.FlagWriteD(FlagWriteD),
		.CondD(instD[31:28]),.FlagsD(NZCV), .RegSrcD(RegSrcD[0]),
		.ReadData1D(ReadData1), .ReadData2D(ReadData2), .WriteAddress3D(WA3D),
		.ExtImmD(ExtImmD), .IsReadAddr1_ValidD(IsReadAddr1_ValidD), .IsReadAddr2_ValidD(IsReadAddr2_ValidD),
		.pcoutD(pcoutD), .clk(clk), .clr(FlushE), .reset(reset), .flushCtrlSig(FlushCtrlD),
        .ReadAddr1E(ReadAddr1E), .ReadAddr2E(ReadAddr2E), .OpcodeE(OpcodeE),
		.PCSrcE(PCSrcE),.RegWriteE(RegWriteE), .MemtoRegE(MemtoRegE),.MemWriteE(MemWriteE),
		.ALUControlE(ALUControlE),.BranchE(BranchE),.ALUSrcE(ALUSrcE), .FlagWriteE(FlagWriteE),
		.condE(condE),.FlagsE(FlagsE), .RegSrcE(RegSrcE),
		.ReadData1E(ReadData1E),.ReadData2E(ReadData2E),.WriteAddress3E(WA3E),
		.ExtImmE(ExtImmE), .IsReadAddr1_ValidE(IsReadAddr1_ValidE), .IsReadAddr2_ValidE(IsReadAddr2_ValidE), .pcoutE(pcoutE)
    );
	wire [31:0] WriteDataE, ALUResultE;
    wire [31:0] SrcAE,SrcBE; 
    wire IsReadAddr1_ValidE, IsReadAddr2_ValidE;
    assign  newWA3E = (BranchTakenE) ? 4'd14 : WA3E;
    assign SrcAE = (ForwardAE == 2'b00) ? ReadData1E : (ForwardAE == 2'b01) ? ResultW : ALUOutM;
    assign WriteDataE = (ForwardBE == 2'b00) ? ReadData2E :(ForwardBE == 2'b01) ? ResultW : ALUOutM;
    assign SrcBE = (ALUSrcE == 1'b0) ? WriteDataE : ExtImmE;
    ALU32bit _ALU32bit (.SrcA(SrcAE), .SrcB(SrcBE), .ALUOp(ALUControlE), .ALUResult(ALUResultE), .ALUFlags(ALUFlags));
	conditionUnit _conditionUnit(.FlagWriteE(FlagWriteE), .condE(condE), .FlagsE(FlagsE), .ALUFlags(ALUFlags), 
		.NZCV(NZCV), .condEx(condEx));
	assign BranchTakenE = BranchE & condEx;
    assign newPCSrcE = PCSrcE & condEx;
    assign newRegWriteE = RegWriteE & condEx;
    assign newMemWriteE = MemWriteE & condEx;
	wire [3:0] WA3M;
    wire [31:0] WriteDataM;
    wire [31:0] ALUOutM;
    wire RegSrcM;
    wire BranchTakenM, BranchTakenW;
    RegisterEXEMEM _RegisterEXEMEM(
		.PCSrcE(newPCSrcE),.RegWriteE(newRegWriteE),.MemtoRegE(MemtoRegE),.MemWriteE(newMemWriteE),
        .clk(clk), .reset(reset),
		.ALUResultE(ALUResultE),.WriteDataE(WriteDataE),.WA3E(newWA3E), .RegSrcE(RegSrcE), .pcoutE(pcoutE), .BranchTakenE(BranchTakenE), 
        .PCSrcM(PCSrcM), .RegWriteM(RegWriteM), .MemtoRegM(MemtoRegM), .MemWriteM(MemWriteM), 
        .WriteDataM(WriteDataM),.ALUOutM(ALUOutM), .WA3M(WA3M), .RegSrcM(RegSrcM), .pcoutM(pcoutM), .BranchTakenM(BranchTakenM));
	assign memaddr = ALUOutM;
    assign memread = 1'b1;  
    assign memwrite = MemWriteM;
    assign writedata = WriteDataM;
	wire [31:0] ReadDataW, ALUOutW;
	wire [3:0] WA3W;
	wire RegSrcW;
	RegisterMEMWB _RegisterMEMWB(
		.clk(clk),
		.reset(reset),
		.PCSrcM(PCSrcM),
		.RegWriteM(RegWriteM),
		.MemtoRegM(MemtoRegM),
		.ALUOutM(ALUOutM),
		.ReadDataM(readdata),
		.WA3M(WA3M),
		.RegSrcM(RegSrcM),
		.pcoutM(pcoutM),
		.BranchTakenM(BranchTakenM),
		.PCSrcW(PCSrcW),
		.RegWriteW(RegWriteW),
		.MemtoRegW(MemtoRegW),
		.ReadDataW(ReadDataW),
		.ALUOutW(ALUOutW),
		.WA3W(WA3W),
		.RegSrcW(RegSrcW),
		.pcoutW(pcoutW),
		.BranchTakenW(BranchTakenW));
	assign ResultW = (BranchTakenW) ? pcoutW : (MemtoRegW == 1'b1) ? ReadDataW : ALUOutW;
	StallforControlHazard _StallforControlHazard(.newPCSrcE(newPCSrcE), .PCSrcM(PCSrcM), .PCSrcW(PCSrcW), 
	 .BranchTakenE(BranchTakenE), .FlushD(FlushD), .FlushE(FlushE));
    StallforDataHazard _StallforDataHazard(
		.ReadRegister1(ReadAddr1), .ReadRegister2(ReadAddr2),.WriteRegisterE(WA3E),
		.OpcodeE(OpcodeE), .RegWriteE(RegWriteE), .BranchTakenE(BranchTakenE),
		.StallF(StallF),.StallD(StallD),.FlushCtrlD(FlushCtrlD), .IsReadAddr1_ValidE(IsReadAddr1_ValidE),
		.WriteRegisterW(WA3W), .RegWriteW(RegWriteW));
	ForwardforDataHazard _ForwardforDataHazard(
    	.ReadAddr1E(ReadAddr1E), .ReadAddr2E(ReadAddr2E),
		.WriteAddrM(WA3M),.regWriteM(RegWriteM),
    	.WriteAddrW(WA3W), .regWriteW(RegWriteW), 
		.ForwardAE(ForwardAE), .ForwardBE(ForwardBE),
		.IsReadAddr1_ValidE(IsReadAddr1_ValidE), 
        .IsReadAddr2_ValidE(IsReadAddr2_ValidE) 
		);
endmodule
==> ./run.sh <==
#!/bin/bash
# OpenROAD 26Q1-2900-gdf79404cd8, Yosys 0.63+post, stock flow scripts
make -C /OpenROAD-flow-scripts/flow DESIGN_CONFIG=/design/flow/config.mk WORK_HOME=/design/flow/orfs finish
==> ./config.mk <==
export PLATFORM = sky130hd
export DESIGN_NAME = RegisterFile
export DESIGN_NICKNAME = RegisterFile
export VERILOG_FILES = /design/flow/design.v
export SDC_FILE = /design/flow/constraint.sdc
export NUM_CORES = 4
export LEC_CHECK = 1
export CORE_UTILIZATION = 50
==> ./constraint.sdc <==
current_design RegisterFile

set clk_period 12.3
set clk_io_pct 0.2

create_clock -name clk0 -period $clk_period [get_ports {clk}]

set non_clock_inputs [all_inputs -no_clocks]
set_input_delay [expr $clk_period * $clk_io_pct] -clock clk0 $non_clock_inputs
set_output_delay [expr $clk_period * $clk_io_pct] -clock clk0 [all_outputs]
==> changes_impl.md <==
### Physical design

* Initial antenna violation count at 4
* Max stage delay on crit path at 480 ps
* Placed Area at 38100 µm²
* Num rows at ~96
* Hold Path Class: in2reg
* # setup viols final at 0
* Yosys adder share at 0.000712
* Yosys Chip Area at 35200 µm²
* Latency at later pin at around 660 ps
* Root Buffer: clkbuf_16
* DR vias/cell at about 6.4
* TNS Setup at 0 ps
* Die Y at 267 µm
* Switching portion of total power at 0.296
* CTS max path bufs at 3
* CTS resizes at 0
* Grt total ovfl at 0
* Pleak at 16.6 nW
* Total CTS buffers at 73
* Yosys simple share at 0.132
* CP max-delay cell: edfxtp_1
* Routed WL at 134000 µm
* Arrival @ worst endpoint at around 9500 ps
* Crit path cell chain: ha_1 > nand4_1 > nor3_1 > buf_4 > nand4_1 > nor3_1 > xor2_1 > clkdlybuf4s50_1
* CP startpoint kind: flop
* Cell internal pwr at 4.36 mW
* Hold Path End: data2[18]
* Yosys Instances at 2471
* Worst hold stages at 3
* Reg power frac at 0.404
* Critical path's top delay family: simple AND/OR/NAND/NOR gates
* Starting density of the core at 0.509
* Mapped cell area at 35200 µm²
* Reg2Reg Depth at 5
* Final hold slack at 2420 ps
* Post-synthesis async set-or-reset flop share at 0
* M1 WL at 41900 µm
* R2R Path End: data3[31]
* Buf+Inv Stages, Crit Path at 2
* Fin. Hold Viols at 0
* XOR-XNOR Cells, Area Fraction at 0.0137
* WL met2 at ~59000 µm
* Top-Level Pins at around 210
* Post-CTS Hold Buffers at 0
* Synth area leader: edfxtp_1
* Tool Warnings at 539
* Status: complete, no violations
* Core ar. at ~69000 µm²
* Cells after synthesis at 2471
* Slew HR at 0.283
* Number of max-cap violations at 0
* Die Size at 71400 µm²
* Syn Area/Cell at 14.2 µm²
* Antenna viol nets, final at 0
* RD Place Congestion at 0.964
* Top cells excl fill/tap: edfxtp_1, inv_1, and2_1
* Dominant combinational family: multiplexers
* Max FO, Critical Path at 11
* Ao+oa area frac at 0.0668
* Synth top area share at 0.465
* Vias in the first global route at ~29k
* Port buffer count at 212
* DRC at 0
* Library cells used by synthesis at 60
* Max Clock Skew at 53.0 ps
* Yosys warning tally at 1
* Synth Flop Type: edfxtp_1
* Clk sinks at slightly above 600
* Top Metal Used: met5
* Clk pwr share at 0.467
* Setup slack, reg-to-reg at 2700 ps
* Largest net degree at the start of global routing at 63
* Synth Seq Share at 0.501
* CTS tree: built
* RSZ-0062 raised after global routing: false
* Routed vias at 26.3k
* Starting DRT DRC Count at roughly 1.6k
* Maximum vdd drop at ~0.10 mV
* Power Dens Cells at 146 nW/µm²
* Sw Pwr at 1.83 mW
* Slew @ Worst Pin at 1070 ps
* Mux frac, synth at 0.246
* Area growth from synthesis to layout at 20.9%
* Min-delay src: addr2[1]
* Clock-pin slew on the worst setup and hold paths at 60 ps
* Metal3 WL at 25100 µm
* Share of cells above drive strength 1 at 0.210
* Req. time, crit path at around 9800 ps
* WL/cell at 32.5 µm
* Critical Setup Path Class: reg2out
* Dominant logic cell type in the layout: edfxtp_1
* GRT Resource Usage Total at 0.421
* Worst setup EP type: primary output
* DP HPWL at ~82000 µm
* EDFF count, synth at ~540
* R2R Path Start: registers[15][14]
* Global-route wire length before repair at about 190000 µm
* Pre-antenna DRT Iters at 7
* Largest cells by area: edfxtp_1, mux4_2, and2_1
* Post-CTS Repair Setup Buffers at 0
* Synth flops at between 600 and 700
* Post-route design area at 42500 µm²
* Comb pwr share at 0.129
* Max H-tree Level at 3
* DIE WIDTH at 267 µm
* Pins Over Slew Limit at 0
==> how the worst max path moves through the flow <==
stage,start,endpoint,depth (start not counted)
global route,registers[15][4],pcout[19],8
finish,registers[15][4],pcout[19],8
CTS,registers[15][3],pcout[19],8
==> cell families (layout without fill, tap and decap cells) <==
family | count (synthesis) | count (layout)
flops | 608 | 608
fa+ha+maj | 2 | 2
buf+inv | 269 | 969
other cells | 0 | 4
compound gates | 320 | 320
mux | 422 | 422
xor+xnor | 55 | 55
simple gates | 795 | 795
==> sequential cells by signal, summed over array words and instances, names as in the netlist <==
name       count
data2         32
data3         32
registers    512
data1         32
==> synth_stat cells (5+ instances only) <==
cell / instances
buf_2: 59
xor2_1: 31
buf_4: 39
nand2b_1: 7
nor2_1: 47
a21oi_1: 21
buf_1: 8
a2111oi_0: 16
nor4_1: 9
a22oi_1: 7
mux2_2: 59
and4_1: 5
inv_1: 7
o22a_1: 13
a221oi_1: 37
dfxtp_1: 64
o21ai_0: 45
and2_1: 510
mux4_1: 15
o21a_1: 6
o22ai_1: 57
mux2i_1: 20
nand2_1: 107
mux4_2: 328
a211oi_1: 51
xnor2_1: 24
o221ai_1: 16
nor2b_1: 27
edfxtp_1: 544
nand3_1: 19
nand4_1: 13
and3_1: 20
clkbuf_1: 135
buf_6: 13
a22o_1: 32
nor3_1: 10
==> per-stage QoR <==
| step | instances | util | power (mW) | worst slack [ps] |
|---|---|---|---|---|
| floorplan | 2471 | - | 3.19 | -191 |
| global route | 4102 | 0.615 | 6.50 | 116 |
| CTS | 4101 | 0.615 | 6.24 | 119 |
| global placement | 3457 | 0.552 | 3.54 | 781 |
| detailed placement | 3457 | 0.552 | 3.55 | 792 |
| finish | 4106 | 0.615 | 6.20 | 378 |
==> area by class of cell <==
class                           instances  area [µm²]
Antenna cell                            4        10.0
Clock buffer                           92        2030
Clock inverter                        553        2350
Fill cell                            5102       26600
Inverter                                8        31.3
Multi-Input combinational cell       1594       16300
Sequential cell                       608       17600
Tap cell                              931        1160
Timing Repair Buffer                  316        2980
==> power by group through the flow <==
stage	Clock (mW)	Sequential, mW	Combinational, mW
after global routing	3.15	2.51	0.832
after CTS	2.96	2.50	0.784
final	2.90	2.50	0.799
==> worst min-delay path: stages <==
cell	delay (ps)
buf_4	200
o221ai_1	200
a221oi_1	90
==> per-layer routing <==
metal | vias to the layer above | track usage
li1 | 11005 | -
met5 | - | 0.0554
met1 | 12719 | 0.499
met4 | 16 | 0.192
met2 | 2146 | 0.566
met3 | 433 | 0.336
Power and IR drop assume default switching activity.
